<file path="./config.mk">
export PLATFORM = sky130hd
export DESIGN_NAME = stoplight1
export DESIGN_NICKNAME = stoplight1
export VERILOG_FILES = /design/flow/design.v
export SDC_FILE = /design/flow/constraint.sdc
export NUM_CORES = 4
export LEC_CHECK = 1
export CORE_AREA = 10 10 70 70
export DIE_AREA = 0 0 80 80
</file>
<file path="./design.v">
module stoplight1(Ped,clock,SigG,SigY,SigR,S_0, S_1, S_2, S_3);
  input Ped,clock;
  output SigG,SigY,SigR;
  output S_0, S_1, S_2, S_3;
  reg S3,S2,S1,S0;
  initial begin
    S0 <= 0;
    S1 <= 0;
    S2 <= 0;
    S3 <= 0;
  end
  wire n13,n14,n15,n16,n17,n18,n19,n20,n21,n22,n23,n24,n25,n26,n27,n28,n29,n30,n31,n32,n33,n34,n35,n36,n38,n39,n40,n42,n41,n43,n44,n45,n47,n48,n49,n50,n52,n53,n54,n55,n56,n57,n58,n59,n60,n61,n62,n64,n65,n66,n67,NS0,NS1,NS2,NS3;
  not g0(n13,S3);
  and g1(n14,S2,n13);
  and g2(n15,Ped,S0);
  and g3(n16,n15,n14);
  not g4(n17,n16);
  and g5(n18,S0,S1);
  and g6(n19,n18,n14);
  not g7(n20,n19);
  and g8(n21,n20,n17);
  not g9(n22,S0);
  and g10(n23,n14,n22);
  not g11(n24,n23);
  not g12(n25,S2);
  and g13(n26,n25,n13);
  and g14(n27,n26,n18);
  not g15(n28,n27);
  not g16(n29,S1);
  not g17(n30,Ped);
  and g18(n31,n30,n29);
  and g19(n32,n31,n14);
  not g20(n33,n32);
  and g21(n34,n33,n28);
  and g22(n35,n34,n24);
  and g23(n36,n35,n21);
  not g24(SigG,n36);
  and g25(n38,n25,S3);
  and g26(SigY,n38,n29);
  and g27(n40,S0,n29);
  and g28(n41,n40,n26);
  not g29(n42,n41);
  and g30(n43,n26,n22);
  not g31(n44,n43);
  and g32(n45,n44,n42);
  not g33(SigR,n45);
  and g34(n47,n22,S3);
  not g35(n48,n47);
  and g36(n49,n48,n21);
  not g37(NS3,n49);
  not g38(NS2,n35);
  and g39(n52,n22,S1);
  not g40(n53,n52);
  and g41(n54,n53,n42);
  and g42(n55,S1,n25);
  and g43(n56,n55,Ped);
  not g44(n57,n56);
  and g45(n58,n22,S2);
  and g46(n59,n58,Ped);
  not g47(n60,n59);
  and g48(n61,n60,n57);
  and g49(n62,n61,n54);
  not g50(NS1,n62);
  and g51(n64,n53,n48);
  and g52(n65,n64,n33);
  and g53(n66,n60,n44);
  and g54(n67,n66,n65);
  not g55(NS0,n67);
  always @(posedge clock) begin
    S3<=NS3;
    S2<=NS2;
    S1<=NS1;
    S0<=NS0;
  end
  assign S_0 = S0;
  assign S_1 = S1;
  assign S_2 = S2;
  assign S_3 = S3;
endmodule
</file>
<file path="./run.sh">
#!/bin/bash
# OpenROAD 26Q1-2900-gdf79404cd8, Yosys 0.63+post, stock flow scripts
make -C /OpenROAD-flow-scripts/flow DESIGN_CONFIG=/design/flow/config.mk WORK_HOME=/design/flow/orfs finish
</file>
<file path="./constraint.sdc">
current_design stoplight1

set clk_period 2.0
set clk_io_pct 0.2

create_clock -name clk0 -period $clk_period [get_ports {clock}]

set non_clock_inputs [all_inputs -no_clocks]
set_input_delay [expr $clk_period * $clk_io_pct] -clock clk0 $non_clock_inputs
set_output_delay [expr $clk_period * $clk_io_pct] -clock clk0 [all_outputs]
</file>
==> results.txt <==
Min-delay worst type - reg -> reg
Port bufs - 8
GR Util met2 - 0.0193
Minimum clock period - 1.83 ns
Vias - 201
Max H-tree Level - 1
Synth area leaders - dfxtp_1, nor4b_2, nand2_1, a21oi_1, a211o_1
Cells after DPL - 76
Final hold violation count - 0
Seq/Total Area, Yosys - 0.430
Avg Inst Size Synth - 8.47 um2
Total setup buffers inserted after CTS - 0
Clk sinks - 4
Unrepaired setup endpoints after global routing - no
Synth area leader - dfxtp_1
Critical path arrival - 1.43 ns
Clock network fraction of design power - 0.188
# IOs - 9
Hold path cells - 1
Max Buffers Root-to-Sink - 2
Status - complete, no violations
Leak - 0.000118 uW
Largest net degree at the start of global routing - 10
HP Start - S3
Vias in the first global route - 202
Switching power total - 170 uW
DIE HEIGHT - 80 um
Core footprint - 0.00342 mm2
FP Rows - 21
Placed cell area - 324 um2
Cell Type Count - 14
R2R setup slack - 1.02 ns
Tot GR Track Use - 0.0206
Post-synth regs - 4
CP startpoint kind - register
Clock latency (worst-skew pair) - 0.24 ns
Cell Area, Synth - 186 um2
Worst rel slew slack - 0.788
Die width - 80 um
Dpl ws - 0.418 ns
Final WL - 569 um
Sw frac - 0.322
DRC violations left - 0
Worst R2R End - S1
Clock transition at the registers of the reported paths - 0.04 ns
Antenna diode count - 0
CTS Buf Count - 3
Initial antenna violation count - 0
Yosys cell count - 22
Final Worst Setup Slack - 0.172 ns
Max-slew violation total from the final report - 0
Number of hold buffers added after CTS - 0
Dominant cell area share - 0.430
Part of the cycle the worst path needs - 0.914
Half-perimeter wire length after placement - 437 um
Critical-path maximum fanout - 5
Synth warn - 1
Chip area - 0.00640 mm2
Combinational group share of total power - 0.444
Clock skew - 0.00261 ns
Fp_density - 0.0546
1st-iter DRT viols - 23
Worst Max-Slew Pin Slew - 0.317 ns
Highest ir drop seen on vdd - 0.280 mV
DR pass1 iterations - 5
Tool warning count - 25
Pint - 359 uW
First-pass GRT wire length - 979 um
Min-Delay Endpoint - S2
Reg power frac - 0.368
Setup Viol. Count Final - 0
Post-cts gate resize count - 0
Layout cells sized above 1 - 0.152
Met1 Use GR - 0.0240
Final ANT Viol Nets - 0
Max Freq - 547 MHz
CP Data Required Time - 1.60 ns
CTS tree - done
Area Overhead vs Synth - 85.9%
Post-synthesis instance total - 22
Setup TNS - 0 ns
Final instance area - 347 um2
Total power - 529 uW
Vias per cell - 2.54
Worst setup EP type - output pin
GRT overflow - 0
Root Buffer Master - clkbuf_4
GPL Wtd Cong - 0.728
FF-to-FF Start - S2
Reg2reg path depth - 2
Cell Pwr Density - 1530 mW/mm2
Yosys Chip Area - 186 um2
Grt met3 use - 0.0307
Max capacitance violation total - 0
Most Used Layer, Global Route - met3
Final Non-Filler Cells - 79
Fill cells - 397
Kind of critical path - reg -> out
DR WL/cell - 7.20 um
==> per-layer routing <==
metal	vias to the layer above	part of all wire	routed length (um)
met4	0	0	0
met5	-	0	0
met1	85	0.42	241
li1	101	-	-
met2	15	0.26	148
met3	0	0.31	178
==> synthesized netlist by cell type (all sizes together) <==
| master | n |
|---|---|
| dfxtp | 4 |
| nand2 | 3 |
| a21oi | 2 |
| inv | 2 |
| nor2 | 2 |
| o21ai | 2 |
| a211o | 1 |
| and2 | 1 |
| nand3b | 1 |
| nor3 | 1 |
| nor4b | 1 |
| o22ai | 1 |
| o31ai | 1 |
==> worst max-delay path, stage by stage (launching register included) <==
cell and delay (ns):
dfxtp_1 0.40, inv_1 0.11, nor3_1 0.19, clkdlybuf4s50_1 0.49
==> power groups by stage <==
stage	clock network, uW	registers, uW	logic [uW]
after CTS	102	193	241
final	99.4	195	235
after global routing	105	211	271
==> layout by cell type (no fill, tap or decap) <==
cell and instances:
a211o_1 1, a21oi_1 2, and2_1 1, clkbuf_4 3, clkdlybuf4s50_1 8, dfxtp_1 4
inv_1 2, nand2_1 3, nand3b_1 1, nor2_1 2, nor3_1 1, nor4b_2 1
o21ai_0 1, o21ai_2 1, o22ai_1 1, o31ai_1 1
==> area by class of cell <==
| class | count | area, um2 | share of cell area |
|---|---|---|---|
| Sequential cell | 4 | 80.1 | 0.231 |
| Multi-Input combinational cell | 16 | 98.8 | 0.285 |
| Inverter | 2 | 7.51 | 0.0217 |
| Tap cell | 46 | 57.6 | 0.166 |
| Clock buffer | 3 | 22.5 | 0.0650 |
| Timing Repair Buffer | 8 | 80.1 | 0.231 |
==> metrics by stage <==
step	hold slack, ns	util
floorplan	0.445	-
global placement	0.473	0.0949
detailed placement	0.499	0.0949
CTS	0.510	0.101
global route	0.547	0.101
finish	0.501	0.101
==> sequential cells by signal, summed over array words and instances (netlist names) <==
name  flops
S0        1
S3        1
S1        1
S2        1
==> cell families (layout without fill, tap and decap cells) <==
kind of cell    after synthesis  in the layout  share of synthesized area
buf+inv                       2             13                     0.0403
simple gates                  9              9                      0.282
flops                         4              4                      0.430
compound gates                7              7                      0.248
==> worst max path at each step <==
stage	startpoint	to	slack, ns	depth (start not counted)
4_1_cts	S3	SigY	0.16	3
5_1_grt	S0	SigG	0.03	3
6_report	S3	SigY	0.17	3
Power figures rest on the tool's default switching activity, not on a simulated workload.
