## config.mk

```make
export PLATFORM = sky130hd
export DESIGN_NAME = blink_once_a_second
export DESIGN_NICKNAME = blink_once_a_second
export VERILOG_FILES = /design/flow/design.v
export SDC_FILE = /design/flow/constraint.sdc
export NUM_CORES = 4
export LEC_CHECK = 1
export CORE_AREA = 10 10 92 92
export DIE_AREA = 0 0 102 102
```

## design.v

```verilog
module blink_once_a_second (
    input CLK,     
    output LED,    
    output USBPU,   
    output [23:0] BLINK_REG  
);
    assign USBPU = 0;
    reg [23:0] blink; 
    wire pattern = blink[23];
    wire [23:0] blinkr = blink;
    always @(posedge CLK) begin
        blink <= blink + 1;
        if (blink == 24'b111101000010010000000000)
          blink <= 24'b0;  
    end
    assign LED = pattern;
    assign BLINK_REG = blinkr;  
endmodule
```

## run.sh

```bash
#!/bin/bash
# OpenROAD 26Q1-2900-gdf79404cd8, Yosys 0.63+post, stock flow scripts
make -C /OpenROAD-flow-scripts/flow DESIGN_CONFIG=/design/flow/config.mk WORK_HOME=/design/flow/orfs finish
```

## constraint.sdc

```tcl
current_design blink_once_a_second

set clk_period 4.2
set clk_io_pct 0.2

create_clock -name clk0 -period $clk_period [get_ports {CLK}]

set non_clock_inputs [all_inputs -no_clocks]
set_input_delay [expr $clk_period * $clk_io_pct] -clock clk0 $non_clock_inputs
set_output_delay [expr $clk_period * $clk_io_pct] -clock clk0 [all_outputs]
```

==> reports/metrics.yaml <==
status:
  outcome: "completed"
worst_setup_path:
  critical_path_buf_inv_count: 1
  timing.critical_path.required_ns: 3.36
  crit_path_top_delay_cell: "clkdlybuf4s50_1"
  critical_path.startpoint_type: "flop"
  rr_worst_depth: 6
  cp_slowest_stage_delay_ns: 0.54
  crit_path_dat_ns: 1.29
  critical_path_depth: 1
  sequence_of_cells_on_the_critical_path: "clkdlybuf4s50_1"
  critPathKind: "reg2out"
  timing.critical_path.to_type: "primary output"
  worst-path-max-fanout: 8
  cp_top_family: "buffers and inverters"
clock_network:
  postCtsSetupBuffers: 0
  holdBufCountCts: 0
  clkTransAtPathRegs_ns: 0.08
  cts_tree: "built"
  clock_path_buffers: 2
  cts.sinks: 24
  cts_made_buffers: 3
  clock_insertion_delay_worst_skew_ns: 0.26
  cts_repair_resize_count: 0
  cts.htree.levels: 1
  ctsRootBufferMaster: "clkbuf_8"
detailed_routing:
  detailedRoute.firstIterationViolations: 52
  via_count_of_the_routed_design: 803
  routed_wirelength_mm: 2.41
  vias_per_cell: 3.77
  ant_nets: 0
  firstDrtPassIters: 4
  remaining_drc_errors: 0
  diodes: 0
  post_drt_wl_per_cell_um: 11.3
synthesis:
  yosys-stat-cells: 110
  post_synth_instance_area_sq_um: 1060
  synthTopCellsByArea: "dfxtp_1, xnor2_1, xor2_1"
  synth.lib_cells_used.distinct: 27
  synth_cells: 110
  ys_chip_area_sq_um: 1060
  synth-seq-cells: 24
  yosysWarnings: 1
  synth_sequential_area_ratio_pct: 45.2
  top_area_cell: "dfxtp_1"
  syn_area_per_cell_sq_um: 9.67
  post-synth-top-area-fraction_pct: 45.2
timing:
  grt_setup_unrepaired: "no"
  final-setup-viol-count: 0
  final.setup_skew_ns: 0.00262
  final_tally_of_max_slew_violations: 0
  period_used_pct: 50.7
  max_clock_freq_mhz: 470
  layout_min_cycle_time_ns: 2.13
  finalHoldViolCount: 0
  setup_total_negative_slack_ns: 0
cells_and_area:
  share_of_post_route_cells_with_drive_strength_above_1_pct: 6.62
  top_regs: "blink x24"
  area_growth_pct: 35.9
  fillCellCount: 698
  registers.top_by_ff_count: "blink"
  largest_reg_flops: 24
floorplanning:
  floorplan.rows: 29
  die.size.y_um: 102
  design.die.area_sq_um: 10400
  fp.coreArea_sq_um: 6460
  die_width_um: 102
  boundaryPins: 27
  share_of_the_core_filled_by_cells_before_placement_pct: 16.5
grt:
  maximum_number_of_pins_on_one_net_before_global_route_repair: 14
  globalRoute.totalOverflow: 0
  number_of_global_route_vias_before_repair: 803
  grt_util_all_layers_pct: 4.94
  gr-usage-met3_pct: 1.36
  initial_antenna_violation_count: 0
  grtUsageMet1_pct: 7.24
  grt_first_pass_wirelength_mm: 4.19
  busiest_layer: "met1"
  grtUsageMet2_pct: 7.16
place:
  detailed_place_hpwl_mm: 1.88
  final_weighted_congestion_in_routability_driven_placement: 0.796
  buffer_ports.inserted: 25
power_and_ir_drop:
  power.ir.vdd_worst_mv: 0.153
  standby_leakage_power_uw: 0.000491
  power.density_cell_area_nw_per_um2: 265
  power.total_uw: 383
worst_hold_path:
  min-delay-path-class: "reg2reg"
  holdPathStages: 1
flow_run:
  max-cap-violations: 0
  openroad.warnings: 26
## metal layers
layer  part of all wire (%)  vias to the layer above
met5                      0                        -
met4                   0.91                        0
met3                    4.4                        2
li1                       -                      423
met2                     41                       22
met1                     54                      356
## per-stage QoR
step	setup WS [ns]	std cells	instance area, sq um	utilization, %	hold WS [ns]
floorplan	2.73	110	1060	-	0.441
global placement	2.34	209	1390	21.5	0.488
detailed placement	2.33	209	1390	21.5	0.488
CTS	2.03	213	1450	22.4	0.508
global route	1.98	213	1450	22.4	0.538
finish	2.07	213	1450	22.4	0.506
## cells by family (layout without fill, tap and decap cells)
kind of cell	after synthesis	count (layout)	share of synthesized area, %
buf+inv	5	31	2.59
other cells	1	1	0.353
flops	24	24	45.2
fa+ha+maj	2	2	2.35
compound gates	1	1	0.470
simple gates	56	56	31.8
xor+xnor	21	21	17.3
## synth_stat cells
master	count
xnor2_1	12
nand3_1	7
and2_1	1
nor3_1	1
nor3_4	1
and3_1	2
inv_1	2
nor4_4	1
nand3b_1	1
nor4b_1	2
nor2b_1	1
nand3_4	1
conb_1	1
nor4b_2	1
nor2_1	13
or2_1	1
dfxtp_1	24
nand4_1	7
and4_1	2
o21ai_1	1
buf_4	2
ha_1	2
xor2_1	9
nand2_1	12
nor4_1	1
buf_2	1
nor3_2	1
## worst paths after layout
kind / slack [ns] / to / startpoint
max: 2.07 / BLINK_REG[12] / blink[12]$_SDFF_PN0_
min: 0.51 / blink[0]$_SDFF_PN0_ / blink[0]$_SDFF_PN0_
max reg2reg: 2.41 / blink[22]$_SDFF_PN0_ / blink[0]$_SDFF_PN0_
min reg2reg: 0.51 / blink[0]$_SDFF_PN0_ / blink[0]$_SDFF_PN0_
## cell type report
| class | instances | area, sq um | share of cell area (%) |
|---|---|---|---|
| Clock buffer | 4 | 55.1 | 3.81 |
| Inverter | 2 | 7.51 | 0.519 |
| Multi-Input combinational cell | 81 | 556 | 38.4 |
| Sequential cell | 24 | 480 | 33.2 |
| Tap cell | 77 | 96.3 | 6.67 |
| Timing Repair Buffer | 25 | 250 | 17.3 |
## cells in the final DEF, fill, tap and decap left out, drive strengths merged, types with 3 or more instances in the layout
master | synthesis | layout
clkbuf | 0 | 4
clkdlybuf4s50 | 0 | 25
dfxtp | 24 | 24
nand2 | 12 | 12
nand3 | 8 | 8
nand4 | 7 | 7
nor2 | 13 | 13
nor3 | 3 | 3
nor4b | 3 | 3
xnor2 | 12 | 12
xor2 | 9 | 9
## where the power goes
group / switching, uW / internal, uW
logic: 0.0402 / 0
registers: 0 / 227
clock network: 71.8 / 83.6
total: 71.8 / 311
Power is estimated from default activity; no workload was simulated.
