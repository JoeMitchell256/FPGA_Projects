==> ./config.mk <==
export PLATFORM = sky130hd
export DESIGN_NAME = systolic_array_top
export DESIGN_NICKNAME = systolic_array_top
export VERILOG_FILES = /design/flow/design.v
export SDC_FILE = /design/flow/constraint.sdc
export NUM_CORES = 4
export LEC_CHECK = 1
export CORE_UTILIZATION = 50
==> ./constraint.sdc <==
current_design systolic_array_top

set clk_period 6.2
set clk_io_pct 0.2

create_clock -name clk0 -period $clk_period [get_ports {clk1}]
create_clock -name clk1 -period $clk_period [get_ports {clk2}]
create_clock -name clk2 -period $clk_period [get_ports {clk3}]

set non_clock_inputs [all_inputs -no_clocks]
set_input_delay [expr $clk_period * $clk_io_pct] -clock clk0 $non_clock_inputs
set_output_delay [expr $clk_period * $clk_io_pct] -clock clk0 [all_outputs]
==> ./design.v <==
module systolic_array_top #( parameter WIDTH = 8 )
(
  input signed [WIDTH-1:0] w1, w2, w3,
  input signed [WIDTH-1:0] x1, x2, x3,
  input clk1, clk2, clk3,
  output wire signed [2*WIDTH-1:0] y,
  input signed [2*WIDTH-1:0] yin
  );
  wire signed [2*WIDTH-1:0] net_1, net_2;
  systolic_slice slice1 (.x (x1), .w (w1), .clk (clk1), .y (net_1), .yin (yin));
  systolic_slice slice2 (.x (x2), .w (w2), .clk (clk2), .y (net_2), .yin (net_1));  
  systolic_slice slice3 (.x (x3), .w (w3), .clk (clk3), .y (y), .yin (net_2));  
endmodule
module systolic_slice #( parameter WIDTH = 8 ) 
(
  input signed [WIDTH-1:0] x, w,
  input clk,
  output reg signed [2*WIDTH-1:0] y,
  input signed [2*WIDTH-1:0] yin
  );
  wire signed [2*WIDTH-1:0] wx;
  assign wx = w*x;  
  always @(posedge clk)  
  begin
    y <= wx + yin;  
  end
endmodule
==> ./run.sh <==
#!/bin/bash
# OpenROAD 26Q1-2900-gdf79404cd8, Yosys 0.63+post, stock flow scripts
make -C /OpenROAD-flow-scripts/flow DESIGN_CONFIG=/design/flow/config.mk WORK_HOME=/design/flow/orfs finish
==> flow_summary.html <==
<h3>Run summary</h3>
<table>
<tr><th>Metric</th><th>Value</th></tr>
<tr><th colspan="2">Place</th></tr>
<tr><td>Global placement routability congestion</td><td>0.871</td></tr>
<tr><td>Final HPWL DP</td><td>16.2 mm</td></tr>
<tr><td>Cell area after placement</td><td>~11,000 um2</td></tr>
<tr><td>Number of port buffers</td><td>~80</td></tr>
<tr><th colspan="2">Outcome</th></tr>
<tr><td>Status</td><td>finished clean</td></tr>
<tr><th colspan="2">CTS</th></tr>
<tr><td>Post-CTS setup buffer count</td><td>0</td></tr>
<tr><td>Cts-stage hold buffer count</td><td>0</td></tr>
<tr><td>Number of gates resized after cts</td><td>0</td></tr>
<tr><td>Worst-path clk slew</td><td>around 50 ps</td></tr>
<tr><td>CTS Sinks</td><td>48</td></tr>
<tr><td>CTS tree</td><td>yes</td></tr>
<tr><th colspan="2">Setup path</th></tr>
<tr><td>Most repeated library cell on the critical path</td><td>sky130_fd_sc_hd__fa_1</td></tr>
<tr><td>Slowest cell on the critical path</td><td>sky130_fd_sc_hd__clkdlybuf4s50_1</td></tr>
<tr><td>Length in cells of the worst reg-to-reg path</td><td>15</td></tr>
<tr><td>Peak fanout along the critical path</td><td>8</td></tr>
<tr><td>Cell Chain, Critical Path</td><td>clkdlybuf4s50_1 -&gt; and2_1 -&gt; fa_1 -&gt; fa_1 -&gt; fa_1 -&gt; fa_1 -&gt; ha_1 -&gt; ha_1 -&gt; a2111oi_2 -&gt; o21ai_1 -&gt; nand4_1 -&gt; a311o_1 -&gt; xnor2_1</td></tr>
<tr><td>Category of the worst setup path launch point</td><td>primary input</td></tr>
<tr><td>Top cell family by delay on the critical path</td><td>adder cells</td></tr>
<tr><td>Worst path max stage delay</td><td>600 ps</td></tr>
<tr><td>Worst path bufs/invs</td><td>1</td></tr>
<tr><td>Critical path depth</td><td>13</td></tr>
<tr><td>Crit path DAT</td><td>5910 ps</td></tr>
<tr><td>Endpoint required time on the critical path</td><td>~6300 ps</td></tr>
<tr><td>Sort of element at the end of the critical path</td><td>flip-flop</td></tr>
<tr><td>Critical path class</td><td>in2reg</td></tr>
<tr><th colspan="2">Timing</th></tr>
<tr><td>Max-slew violation count</td><td>0</td></tr>
<tr><td>Tightest slew margin relative to the limit</td><td>0.689</td></tr>
<tr><td>Fin. Hold Viols</td><td>0</td></tr>
<tr><td>Final hold slack</td><td>457 ps</td></tr>
<tr><td>Unrepaired setup endpoints after global routing</td><td>no</td></tr>
<tr><td>Sum of negative setup slack</td><td>0 ps</td></tr>
<tr><td>Finish-stage setup viols</td><td>0</td></tr>
<tr><td>Transition time at the pin with the least slew margin</td><td>between 400 and 500 ps</td></tr>
<tr><th colspan="2">Route</th></tr>
<tr><td>Post-detailed-route count of antenna-violating nets</td><td>0</td></tr>
<tr><td>Number of vias in the routed layout</td><td>6,432</td></tr>
<tr><td>Wire length reported by the detailed router</td><td>17.7 mm</td></tr>
<tr><td>Vias per inst</td><td>approximately 4.9</td></tr>
<tr><td>Count of TritonRoute iterations in the first routing pass</td><td>4</td></tr>
<tr><td>Count of inserted antenna diode cells</td><td>0</td></tr>
<tr><td>Per-cell routed wire length</td><td>13.4 um</td></tr>
<tr><td>Number of design-rule violations left by the first detailed-router iteration</td><td>about 130</td></tr>
<tr><td>DRC violation count after routing</td><td>0</td></tr>
<tr><th colspan="2">Flow run</th></tr>
<tr><td>Tool warning count</td><td>29</td></tr>
<tr><td>Count of max-cap constraint violations</td><td>0</td></tr>
<tr><th colspan="2">Floorplanning</th></tr>
<tr><td>Horizontal die size</td><td>141 um</td></tr>
<tr><td>Floorplan Utilization</td><td>0.513</td></tr>
<tr><td>Die Y</td><td>141 um</td></tr>
<tr><td>Area of the core</td><td>18,800 um2</td></tr>
<tr><td>Number of ports placed on the die boundary</td><td>83</td></tr>
<tr><td>Num rows</td><td>50</td></tr>
<tr><td>Full die area</td><td>19,900 um2</td></tr>
<tr><th colspan="2">Finish</th></tr>
<tr><td>Share of post-route cells with drive strength above 1</td><td>0.0461</td></tr>
<tr><td>Total of fill cells in the finished design</td><td>1,663</td></tr>
<tr><td>Layout overhead on the synthesized area</td><td>15.9%</td></tr>
<tr><td>Area of all placed cells without fillers</td><td>11,200 um2</td></tr>
<tr><th colspan="2">Logic synthesis</th></tr>
<tr><td>Most common reg cell</td><td>sky130_fd_sc_hd__dfxtp_1</td></tr>
<tr><td>Post-synth area from yosys stat</td><td>9660 um2</td></tr>
<tr><td>Synth Seq Share</td><td>0.0995</td></tr>
<tr><td>Post-synthesis cell count from yosys</td><td>952</td></tr>
<tr><td>Fraction of synthesis flops using an asynchronous set or reset pin</td><td>0</td></tr>
<tr><td>Synthesis Warnings</td><td>1</td></tr>
<tr><td>Post-synth design cell area</td><td>9660 um2</td></tr>
<tr><td>Number of flops mapped to enable cells by yosys</td><td>0</td></tr>
<tr><td>Unique cell type count in the Yosys netlist</td><td>44</td></tr>
<tr><td>Post-Synthesis Cells</td><td>952</td></tr>
<tr><td>Syn Area/Cell</td><td>between 10 and 15 um2</td></tr>
<tr><td>Total of flip-flops plus latches after synthesis</td><td>48</td></tr>
<tr><th colspan="2">GRT</th></tr>
<tr><td>Largest net degree at the start of global routing</td><td>10</td></tr>
<tr><td>Sum of overflow across all layers after global routing</td><td>0</td></tr>
<tr><td>Number of global-route vias before repair</td><td>7,132</td></tr>
<tr><td>Antenna violations before repair</td><td>0</td></tr>
<tr><td>Total GRT Usage</td><td>0.220</td></tr>
<tr><td>First-pass GRT wire length</td><td>32.6 mm</td></tr>
<tr><th colspan="2">Worst hold path</th></tr>
<tr><td>Hold/Removal Path Class</td><td>reg2reg</td></tr>
<tr><td>Worst Hold Depth</td><td>1</td></tr>
</table>
synth_stat cells (2+ instances only):
master                     instances  area share
sky130_fd_sc_hd__nand4_1           3      0.0019
sky130_fd_sc_hd__and2_1           92       0.060
sky130_fd_sc_hd__xnor2_1          51       0.046
sky130_fd_sc_hd__o21bai_1          4      0.0031
sky130_fd_sc_hd__dfxtp_1          48       0.099
sky130_fd_sc_hd__ha_1            111        0.14
sky130_fd_sc_hd__o21ai_1           7      0.0036
sky130_fd_sc_hd__inv_1           223       0.087
sky130_fd_sc_hd__fa_1            213        0.44
sky130_fd_sc_hd__a21oi_1          16      0.0083
sky130_fd_sc_hd__nor3_1            3      0.0016
sky130_fd_sc_hd__nand2b_1          8      0.0052
sky130_fd_sc_hd__mux2_2            3      0.0035
sky130_fd_sc_hd__a211oi_1          4      0.0031
sky130_fd_sc_hd__nand2_1          86       0.033
sky130_fd_sc_hd__o21a_1            2      0.0016
sky130_fd_sc_hd__nor2_1           18      0.0070
sky130_fd_sc_hd__o211ai_1          2      0.0016
sky130_fd_sc_hd__o21ai_0           6      0.0031
sky130_fd_sc_hd__a21o_1            6      0.0047
sky130_fd_sc_hd__nor2b_1          12      0.0078
sky130_fd_sc_hd__a21oi_2           3      0.0027
sky130_fd_sc_hd__xor2_1            9      0.0082
sky130_fd_sc_hd__nand3_1           2      0.0010
per-stage QoR:
| step | std cells | util | setup slack (ps) |
|---|---|---|---|
| 2_1_floorplan | 952 | - | 848 |
| 3_3_place_gp | 1313 | 0.581 | 133 |
| 3_5_place_dp | 1313 | 0.581 | 122 |
| 4_1_cts | 1324 | 0.595 | 380 |
| 5_1_grt | 1324 | 0.595 | 115 |
| 6_report | 1324 | 0.595 | 420 |
sequential cells by signal, summed over array words and instances (netlist names):
register and cells:
slice1.y 16, slice2.y 16, slice3.y 16
worst paths after layout:
path / startpoint / slack [ps] / to
worst max register to register: slice2.y[6]$_DFF_P_ / 1870 / slice3.y[15]$_DFF_P_
worst min register to register: slice2.y[0]$_DFF_P_ / 460 / slice3.y[0]$_DFF_P_
max in group clk1: w2[7] / 450 / slice2.y[15]$_DFF_P_
min in group clk0: yin[0] / 1640 / slice1.y[0]$_DFF_P_
max in group clk2: x3[0] / 460 / slice3.y[15]$_DFF_P_
min in group clk1: slice1.y[0]$_DFF_P_ / 470 / slice2.y[0]$_DFF_P_
worst max-delay path: w1[7] / 420 / slice1.y[15]$_DFF_P_
worst min-delay path: slice2.y[0]$_DFF_P_ / 460 / slice3.y[0]$_DFF_P_
final cells by class:
class | count | area [um2] | area share
multi-input combinational | 680 | 7860 | 0.702
timing repair buffer | 101 | 958 | 0.0856
clock buffer | 11 | 253 | 0.0226
tap | 260 | 325 | 0.0291
sequential | 48 | 961 | 0.0858
inverter | 224 | 841 | 0.0751
worst reg2reg max path: cells and delay by family, from the launching register on:
kind | cells | cell delay (ps)
adder cells (fa/ha/maj) | 6 | 2770
buffers and inverters | 4 | 210
AND-OR/OR-AND | 4 | 800
flip-flops | 1 | 300
XOR/XNOR | 1 | 130
layer usage:
layer | up-vias | wire length (um) | GRT usage
met2 | 139 | 9090 | 0.373
met1 | 3188 | 7580 | 0.321
met4 | 0 | 245 | 0.0275
met3 | 13 | 782 | 0.0439
met5 | - | 0 | 0
li1 | 3092 | - | -
cell usage in the layout, fill, tap and decap left out, types with 7 or more instances in the layout:
cell,netlist,routed
sky130_fd_sc_hd__inv_1,223,223
sky130_fd_sc_hd__fa_1,213,213
sky130_fd_sc_hd__ha_1,111,111
sky130_fd_sc_hd__and2_1,92,92
sky130_fd_sc_hd__nand2_1,86,86
sky130_fd_sc_hd__clkdlybuf4s50_1,0,80
sky130_fd_sc_hd__xnor2_1,51,51
sky130_fd_sc_hd__dfxtp_1,48,48
sky130_fd_sc_hd__buf_4,0,21
sky130_fd_sc_hd__nor2_1,18,18
sky130_fd_sc_hd__a21oi_1,16,16
sky130_fd_sc_hd__nor2b_1,12,12
sky130_fd_sc_hd__xor2_1,9,9
sky130_fd_sc_hd__clkbuf_16,0,9
sky130_fd_sc_hd__nand2b_1,8,8
sky130_fd_sc_hd__o21ai_1,7,7
logic make-up after synthesis:
group / share of synthesized area
fa+ha+maj: 0.585
buf+inv: 0.0870
mux: 0.00350
xor+xnor: 0.0544
flops: 0.0995
simple gates: 0.123
compound gates: 0.0479
